==> flow/design.v <==
module FA(A,B,Cin,Y,Cout);
input A,B,Cin;
output Y,Cout;
assign Y = A^B^Cin;
assign Cout = (A&B)|(A&Cin)|(B&Cin);
endmodule
module HA(a, b, Sum, Cout);
input a, b;  
output Sum, Cout;  
assign Sum = a ^ b; 
assign Cout = a & b; 
endmodule
module mul_sign_int
#(
parameter DATA_W=8
)
(
        input       [DATA_W-1:0]    op1,
        input       [DATA_W-1:0]    op2,
        output      [2*DATA_W-1:0]    dout_C
    );
    wire op1_sign = op1[DATA_W-1];
    wire op2_sign = op2[DATA_W-1];
    wire [DATA_W:0] part_prdt [5-1:0];
    wire booth_sign[5-1:0];
    wire part_prdt_sign[5-1:0];
    wire [2:0] booth_code [4:0];
    wire [DATA_W+2:0] op2_expd;
    assign op2_expd = {op2_sign,op2_sign,op2,1'b0};
    genvar i;
    generate
        for ( i=0 ;i<5 ;i=i+1 ) begin
            assign booth_code[i] = op2_expd[(3-1)*i+:3];
        end
    endgenerate
    genvar j;
    generate
        for ( j=0 ;j<5 ;j=j+1 ) begin
            assign booth_sign[j] = booth_code[j][3-1];
            assign  part_prdt[j] = ({(DATA_W+1){booth_code[j]== 3'b000}} & {(DATA_W+1){1'b0}})
                                    | ({(DATA_W+1){booth_code[j]== 3'b001}} & {op1_sign,op1})
                                    | ({(DATA_W+1){booth_code[j]== 3'b010}} & {op1_sign,op1})
                                    | ({(DATA_W+1){booth_code[j]== 3'b011}} & {op1,1'b0})
                                    | ({(DATA_W+1){booth_code[j]== 3'b100}} & ~{op1,1'b0})
                                    | ({(DATA_W+1){booth_code[j]== 3'b101}} & ~{op1_sign,op1})
                                    | ({(DATA_W+1){booth_code[j]== 3'b110}} & ~{op1_sign,op1})
                                    | ({(DATA_W+1){booth_code[j]== 3'b111}} & ~{(DATA_W+1){1'b0}});
            assign  part_prdt_sign[j] = part_prdt[j][DATA_W];
        end
    endgenerate
wire s1_bt6_0;
wire s1_bt7_0, s1_bt7_1c;
wire s1_bt8_0, s1_bt8_1, s1_bt8_2c;
wire s1_bt9_0, s1_bt9_1c, s1_bt9_2c, s1_bt9_3;
wire s1_bt10_0, s1_bt10_1c, s1_bt10_2c, s1_bt10_3;
wire s1_bt11_0, s1_bt11_1c, s1_bt11_2c, s1_bt11_3;
wire s1_bt12_0, s1_bt12_1c, s1_bt12_2c;
wire s1_bt13_0c;
FA  u_S1_FA1(part_prdt[0][6],part_prdt[1][6-2],part_prdt[2][6-4],s1_bt6_0,s1_bt7_1c);
FA  u_S1_FA2(part_prdt[0][7],part_prdt[1][7-2],part_prdt[2][7-4],s1_bt7_0,s1_bt8_2c);
FA  u_S1_FA3(part_prdt[0][8],part_prdt[1][8-2],part_prdt[2][8-4],s1_bt8_0,s1_bt9_1c);
FA  u_S1_FA4(part_prdt[3][8-6],part_prdt[4][8-8],booth_sign[4],s1_bt8_1,s1_bt9_2c);
FA  u_S1_FA5(part_prdt_sign[0],part_prdt[1][9-2],part_prdt[2][9-4],s1_bt9_0,s1_bt10_1c);
HA  u_S1_HA1(part_prdt[3][9-6],part_prdt[4][9-8], s1_bt9_3, s1_bt10_2c);
FA  u_S1_FA6(part_prdt_sign[0],part_prdt[1][10-2],part_prdt[2][10-4],s1_bt10_0,s1_bt11_1c);
HA  u_S1_HA2(part_prdt[3][10-6],part_prdt[4][10-8], s1_bt10_3, s1_bt11_2c);
FA  u_S1_FA7(~part_prdt_sign[0],~part_prdt_sign[1],part_prdt[2][11-4],s1_bt11_0,s1_bt12_1c);
HA  u_S1_HA3(part_prdt[3][11-6],part_prdt[4][11-8], s1_bt11_3, s1_bt12_2c);
FA  u_S1_FA8(1'b1,part_prdt[2][12-4],part_prdt[3][12-6],s1_bt12_0,s1_bt13_0c);
wire s2_bt4_0;
wire s2_bt5_0, s2_bt5_1c;
wire s2_bt6_0, s2_bt6_1c;
wire s2_bt7_0, s2_bt7_1c;
wire s2_bt8_0, s2_bt8_1c;
wire s2_bt9_0, s2_bt9_1c;
wire s2_bt10_0, s2_bt10_1c;
wire s2_bt11_0, s2_bt11_1c;
wire s2_bt12_0, s2_bt12_1c;
wire s2_bt13_0, s2_bt13_1c;
wire s2_bt14_0, s2_bt14_1c;
wire s2_bt15_0c;
FA  u_S2_FA1(part_prdt[0][4],part_prdt[1][4-2],part_prdt[2][4-4],s2_bt4_0,s2_bt5_1c);
FA  u_S2_FA2(part_prdt[0][5],part_prdt[1][5-2],part_prdt[2][5-4],s2_bt5_0,s2_bt6_1c);
FA  u_S2_FA3(s1_bt6_0,part_prdt[3][6-6],booth_sign[3],s2_bt6_0,s2_bt7_1c);
FA  u_S2_FA4(s1_bt7_0,s1_bt7_1c,part_prdt[3][7-6],s2_bt7_0,s2_bt8_1c);
FA  u_S2_FA5(s1_bt8_0,s1_bt8_1,s1_bt8_2c,s2_bt8_0,s2_bt9_1c);
FA  u_S2_FA6(s1_bt9_0,s1_bt9_1c,s1_bt9_2c,s2_bt9_0,s2_bt10_1c);
FA  u_S2_FA7(s1_bt10_0,s1_bt10_1c,s1_bt10_2c,s2_bt10_0,s2_bt11_1c);
FA  u_S2_FA8(s1_bt11_0,s1_bt11_1c,s1_bt11_2c,s2_bt11_0,s2_bt12_1c);
FA  u_S2_FA9(s1_bt12_0,s1_bt12_1c,s1_bt12_2c,s2_bt12_0,s2_bt13_1c);
FA  u_S2_FA10(s1_bt13_0c,~part_prdt_sign[2],part_prdt[3][13-6],s2_bt13_0,s2_bt14_1c);
FA  u_S2_FA11(1'b1,part_prdt[3][14-6],part_prdt[4][14-8],s2_bt14_0,s2_bt15_0c);
wire    [2*DATA_W-1:0]      op_pls_1;
wire    [2*DATA_W-1:0]      op_pls_2;
wire s3_bt2_0;
wire s3_bt3_0, s3_bt3_1c;
wire s3_bt4_0, s3_bt4_1c;
wire s3_bt5_0, s3_bt5_1c;
wire s3_bt6_0, s3_bt6_1c;
wire s3_bt7_0, s3_bt7_1c;
wire s3_bt8_0, s3_bt8_1c;
wire s3_bt9_0, s3_bt9_1c;
wire s3_bt10_0, s3_bt10_1c;
wire s3_bt11_0, s3_bt11_1c;
wire s3_bt12_0, s3_bt12_1c;
wire s3_bt13_0, s3_bt13_1c;
wire s3_bt14_0, s3_bt14_1c;
wire s3_bt15_0, s3_bt15_1c;
wire s3_bt16_0, s3_bt16_1c;
wire s3_bt17_0c;
FA  u_S3_FA1(part_prdt[0][2],   part_prdt[1][2-2],booth_sign[1],s3_bt2_0,s3_bt3_1c);
HA  u_S3_HA1(part_prdt[0][3],   part_prdt[1][3-2],  s3_bt3_0,   s3_bt4_1c);
HA  u_S3_HA2(s2_bt4_0, booth_sign[2], s3_bt4_0, s3_bt5_1c);
HA  u_S3_HA3(s2_bt5_0, s2_bt5_1c, s3_bt5_0, s3_bt6_1c);
HA  u_S3_HA4(s2_bt6_0, s2_bt6_1c, s3_bt6_0, s3_bt7_1c);
HA  u_S3_HA5(s2_bt7_0, s2_bt7_1c, s3_bt7_0, s3_bt8_1c);
HA  u_S3_HA6(s2_bt8_0, s2_bt8_1c, s3_bt8_0, s3_bt9_1c);
FA  u_S3_FA2(s2_bt9_0, s2_bt9_1c, s1_bt9_3, s3_bt9_0, s3_bt10_1c);
FA  u_S3_FA3(s2_bt10_0, s2_bt10_1c, s1_bt10_3, s3_bt10_0, s3_bt11_1c);
FA  u_S3_FA4(s2_bt11_0, s2_bt11_1c, s1_bt11_3, s3_bt11_0, s3_bt12_1c);
FA  u_S3_FA5(s2_bt12_0, s2_bt12_1c, part_prdt[4][12-8], s3_bt12_0, s3_bt13_1c);
FA  u_S3_FA6(s2_bt13_0, s2_bt13_1c, part_prdt[4][13-8], s3_bt13_0, s3_bt14_1c);
HA  u_S3_HA7(s2_bt14_0, s2_bt14_1c, s3_bt14_0, s3_bt15_1c);
FA  u_S3_FA7(s2_bt15_0c, ~part_prdt_sign[3], part_prdt[4][15-8],s3_bt15_0,s3_bt16_1c);
HA  u_S3_HA8(1'b1, part_prdt[4][16-8], s3_bt16_0, s3_bt17_0c);
assign op_pls_1 = { s3_bt15_0,
                    s3_bt14_0,
                    s3_bt13_0,
                    s3_bt12_0,
                    s3_bt11_0,
                    s3_bt10_0,
                    s3_bt9_0,
                    s3_bt8_0,
                    s3_bt7_0,
                    s3_bt6_0,
                    s3_bt5_0,
                    s3_bt4_0,
                    s3_bt3_0,
                    s3_bt2_0,
                    part_prdt[0][1],
                    part_prdt[0][0]};
assign op_pls_2 = { s3_bt15_1c,
                    s3_bt14_1c,
                    s3_bt13_1c,
                    s3_bt12_1c,
                    s3_bt11_1c,
                    s3_bt10_1c,
                    s3_bt9_1c,
                    s3_bt8_1c,
                    s3_bt7_1c,
                    s3_bt6_1c,
                    s3_bt5_1c,
                    s3_bt4_1c,
                    s3_bt3_1c,
                    1'b0,
                    1'b0,
                    booth_sign[0]
                    };
assign dout_C = op_pls_1 + op_pls_2;
endmodule
==> flow/run.sh <==
#!/bin/bash
# OpenROAD 26Q1-2900-gdf79404cd8, Yosys 0.63+post, stock flow scripts
make -C /OpenROAD-flow-scripts/flow DESIGN_CONFIG=/design/flow/config.mk WORK_HOME=/design/flow/orfs finish
==> flow/config.mk <==
export PLATFORM = sky130hd
export DESIGN_NAME = mul_sign_int
export DESIGN_NICKNAME = mul_sign_int
export VERILOG_FILES = /design/flow/design.v
export SDC_FILE = /design/flow/constraint.sdc
export NUM_CORES = 4
export LEC_CHECK = 1
export CORE_UTILIZATION = 40
==> flow/constraint.sdc <==
current_design mul_sign_int

set clk_period 6.6
set clk_io_pct 0.2

create_clock -name clk0 -period $clk_period

set non_clock_inputs [all_inputs -no_clocks]
set_input_delay [expr $clk_period * $clk_io_pct] -clock clk0 $non_clock_inputs
set_output_delay [expr $clk_period * $clk_io_pct] -clock clk0 [all_outputs]
==> impl_metrics.py <==
# Flow results
metrics = {
    "status": {
        "outcome": "complete, no violations",
    },
    "pwr": {
        "irDropWorstVdd_mv": 0.3912,
        "p_leak_nw": 1.747,
        "p_per_area_mw_per_mm2": 355.7,
    },
    "sta": {
        "fin_setup_tns_ns": 0,
        "tightest_slew_ns": 0.4161,
        "setup_ws_ns": 0.1209,
        "whs_ns": 3.543,
        "finalHoldViolCount": 0,
        "rsz0062_at_grt": "yes",
        "finalCritPeriodShare_pct": 98.17,
        "max_freq_mhz": 154.3,
        "slew-limit-headroom_pct": 71.96,
        "setup_viol": 0,
        "slew_violations": 0,
        "fin_crit_ns": 6.479,
    },
    "job": {
        "warning_count": 34,
        "drv_cap": 0,
    },
    "yosys": {
        "avgSynthCellArea_um2": 6.775,
        "synth_area_mm2": 0.002514,
        "yosysTopAreaCellShare_pct": 16.72,
        "yosys_area_mm2": 0.002514,
        "ys_seq_share_pct": 0,
        "yosysMostFrequentCell": "nand2_1",
        "synth_area_leader_cell": "fa_1",
        "synthCells": 371,
        "ys_cells": 371,
        "yosysWarnings": 1,
        "synthTopCellsByCount": "61 x nand2_1, 38 x a21oi_1, 33 x inv_1",
        "top_cells_by_area": "fa_1 17%, ha_1 13%, nand2_1 9.1%, a21oi_1 7.6%, xnor2_1 5.2%",
        "yosysUniqueCellTypes": 47,
    },
    "placement": {
        "placed_cells": 530,
        "dp_hpwl_um": 5396,
        "io_buffers": 32,
        "place.gp.congestion": 0.9047,
        "dpl_worst_slack_ns": -0.9054,
    },
    "routing": {
        "vias": 2852,
        "finalWirelength_um": 6870,
        "ant_nets": 0,
        "firstDrtPassIters": 4,
        "first_iter_violations": 101,
        "via_per_inst": 5.272,
        "diodes": 0,
        "avgRoutedWirePerCell_um": 12.70,
        "drc": 0,
    },
    "setup_path": {
        "setup.worst_path.end": "dout_C[13]",
        "crit_required_ns": 5.28,
        "cp-start-kind": "primary input",
        "cp-end-kind": "output pin",
        "critPathLaunch": "op2[3]",
        "cp.arrival_ns": 5.16,
        "cp_max_fo": 9,
        "critPathKind": "primary input to output pin",
    },
    "grt": {
        "grt_pass1_wl_um": 10990,
        "overflow": 0,
        "antenna_found_initial": 0,
        "grt.total_usage_pct": 21.45,
        "grt_max_degree": 30,
        "grt_pass1_vias": 2475,
    },
    "clock_tree": {
        "holdBufCountCts": 0,
    },
    "floorplanning": {
        "die_h_um": 81.27,
        "core_mm2": 0.005991,
        "row_count": 28,
        "fp.dieW_um": 81.27,
        "fp_util_pct": 41.96,
        "pin_count": 32,
        "die-area_mm2": 0.006605,
    },
    "cells_and_area": {
        "drive_gt1_share_pct": 33.91,
        "comb_area_mm2": 0.002524,
        "fin_cells": 541,
        "flop-count": 0,
        "clock_buffers": 0,
        "fill_cells": 489,
        "fin_util_pct": 62.76,
        "seqCellArea_um2": 0,
        "area_growth_pct": 49.58,
    },
    "min_path": {
        "worstHoldPathType": "primary input to output pin",
    },
}
-- final cells by class --
cell class / instances / share of cell area, %
multi-input combinational: 308 / 67.12
timing repair buffer: 125 / 27.09
inverter: 33 / 3.295
tap: 75 / 2.496
-- per-stage QoR --
stage / power [mW] / instance area, µm²
after CTS: 1.215 / 3605
after detailed placement: 1.176 / 3420
after global placement: 1.173 / 3420
after floorplan: 0.5991 / 2514
after global routing: 1.482 / 3760
final: 1.337 / 3760
-- critical path: stages --
cell and delay (ns):
buf_4 0.15, buf_6 0.14, and2_4 0.17, a221oi_2 0.26
buf_4 0.15, fa_1 0.41, inv_2 0.07, fa_1 0.40
inv_1 0.07, fa_1 0.45, ha_4 0.28, a21oi_2 0.13
o21ai_1 0.08, a221o_1 0.39, a221o_1 0.33, a311oi_1 0.21
clkbuf_2 0.14
-- power breakdown --
| group | total (mW) | leakage, nW | switching [mW] | internal [mW] |
|---|---|---|---|---|
| combinational | 1.34 | 1.75 | 0.547 | 0.790 |
| sequential | 0 | 0 | 0 | 0 |
| clock | 0 | 0 | 0 | 0 |
-- placed cells by master (no fill, tap or decap), drive strengths merged, types with 3 or more instances in the layout --
| master | instances |
|---|---|
| buf | 99 |
| nand2 | 61 |
| a21oi | 38 |
| inv | 33 |
| nor2 | 29 |
| ha | 27 |
| o21ai | 26 |
| fa | 21 |
| xnor2 | 15 |
| xor2 | 14 |
| clkdlybuf4s50 | 13 |
| a221oi | 10 |
| maj3 | 6 |
| clkbuf | 6 |
| and2 | 6 |
| a22oi | 4 |
| o211ai | 4 |
| o22ai | 4 |
| nand3 | 3 |
| dlygate4sd2 | 3 |
| nor3b | 3 |
| and3 | 3 |
| a211oi | 3 |
| clkdlybuf4s15 | 3 |
-- per-layer routing --
metal  up-vias  wire length, µm  global-route usage, %  share of wire, %
li1       1466                -                      -                 -
met1      1333             3386                  32.66                49
met2        51             3173                  35.33                46
met3         2              280                 0.9122               4.1
met4         0               30                  1.607              0.44
met5         -                0                      0                 0
-- worst min-delay path by stage --
| stage | from | endpoint | slack (ns) | cells past startpoint |
|---|---|---|---|---|
| after CTS | op2[1] | dout_C[0] | 3.59 | 4 |
| after global routing | op2[1] | dout_C[0] | 3.61 | 4 |
| final | op2[1] | dout_C[0] | 3.54 | 4 |
-- cell families (layout without fill, tap and decap cells) --
family	Yosys count	count (layout)	share of synthesized area, %
AOI/OAI and AO/OA	105	105	25.83
xor gates and xnor gates	29	29	10.10
adders and majority gates	54	54	32.55
buffers and inverters	63	158	9.855
muxes	2	2	0.8462
and+or+nand+nor	118	118	20.81
-- repair_timing --
action / in CTS / in global routing
buffers inserted: 5 / 6
pin swaps: 14 / 31
setup endpoints to repair: 9 / 9
gates resized: 84 / 44
No activity file was given, so power comes from the tool's default toggle rates.
